`./design.v`:
```
module hex_keypad(
    input [3:0] row,
    input s_row,
    input clk,
    input reset,
    output reg [3:0] code,
    output valid,
    output reg [3:0] col
);
    reg [5:0] state, next_state;
    parameter s0 = 6'b000001, 
              s1 = 6'b000010, 
              s2 = 6'b000100, 
              s3 = 6'b001000, 
              s4 = 6'b010000, 
              s5 = 6'b100000;
    assign valid = ((state == s1) || (state == s2) || (state == s3) || (state == s4)) && (|row);
    always @(*) begin
        case ({row, col})
            8'b0001_0001: code = 4'd0;
            8'b0001_0010: code = 4'd1;
            8'b0001_0100: code = 4'd2;
            8'b0001_1000: code = 4'd3;
            8'b0010_0001: code = 4'd4;
            8'b0010_0010: code = 4'd5;
            8'b0010_0100: code = 4'd6;
            8'b0010_1000: code = 4'd7;
            8'b0100_0001: code = 4'd8;
            8'b0100_0010: code = 4'd9;
            8'b0100_0100: code = 4'd10;
            8'b0100_1000: code = 4'd11;
            8'b1000_0001: code = 4'd12;
            8'b1000_0010: code = 4'd13;
            8'b1000_0100: code = 4'd14;
            8'b1000_1000: code = 4'd15;
            default: code = 4'd0;
        endcase
    end
    always @(posedge clk or posedge reset) begin
        if (reset)
            state <= s0;
        else
            state <= next_state;
    end
    always @(*) begin
        next_state = state;
        col = 4'b0000;
        case (state)
            s0: begin
                col = 4'b0001;
                next_state = s1;
            end
            s1: begin
                col = 4'b0010;
                if (s_row)
                    next_state = s5;
                else
                    next_state = s2;
            end
            s2: begin
                col = 4'b0100;
                if (s_row)
                    next_state = s5;
                else
                    next_state = s3;
            end
            s3: begin
                col = 4'b1000;
                if (s_row)
                    next_state = s5;
                else
                    next_state = s4;
            end
            s4: begin
                if (s_row)
                    next_state = s5;
                else
                    next_state = s0;
            end
            s5: begin
                next_state = s0;
            end
            default: begin
                next_state = s0;
            end
        endcase
    end
endmodule
```
`./run.sh`:
```
#!/bin/bash
# OpenROAD 26Q1-2900-gdf79404cd8, Yosys 0.63+post, stock flow scripts
make -C /OpenROAD-flow-scripts/flow DESIGN_CONFIG=/design/flow/config.mk WORK_HOME=/design/flow/orfs finish
```
`./config.mk`:
```
export PLATFORM = sky130hd
export DESIGN_NAME = hex_keypad
export DESIGN_NICKNAME = hex_keypad
export VERILOG_FILES = /design/flow/design.v
export SDC_FILE = /design/flow/constraint.sdc
export NUM_CORES = 4
export LEC_CHECK = 1
export CORE_AREA = 10 10 70 70
export DIE_AREA = 0 0 80 80
```
`./constraint.sdc`:
```
current_design hex_keypad

set clk_period 1.8
set clk_io_pct 0.2

create_clock -name clk0 -period $clk_period [get_ports {clk}]

set non_clock_inputs [all_inputs -no_clocks]
set_input_delay [expr $clk_period * $clk_io_pct] -clock clk0 $non_clock_inputs
set_output_delay [expr $clk_period * $clk_io_pct] -clock clk0 [all_outputs]
```
==> flow_metrics.tcl <==
# place-and-route summary
set metrics [dict create \
    rsz0062_at_grt "yes" \
    grt_overflow 0 \
    fin_crit_sh_pct 103.2 \
    grt_pass1_vias 400 \
    crit_start "row[0]" \
    yosys_area_um2 347.8 \
    wirelength_mm 1.059 \
    io_pins 16 \
    synth_area_um2 347.8 \
    peakVddDrop_uv 406.5 \
    ys_cells 38 \
    cp-start-kind "input port" \
    htree_levels 1 \
    violations "setup timing" \
    syn-instance-count 38 \
    worstSetupPathType "in -> out" \
    end_kind "output pin" \
    lay_top_count "buf_4" \
    fin_cells 116 \
    crit_chain "clkdlybuf4s15_1, nor4b_4, a211oi_2, nor4_2, dlygate4sd2_1" \
    cts_hold_buf 0 \
    postSynthSeqShare_pct 43.53 \
    layout_min_cycle_time_ps 1857 \
    final_cell_mix "buf_4, clkdlybuf4s50_1, nor2_1" \
    num_vias 384 \
    tool_warnings 27 \
    top_cell_area_share_pct 35.97 \
    die_h_um 80 \
    rr_worst_depth 4 \
    die-width_um 80 \
    slowest_delay_ps 300 \
    cts.reportedPaths.clkPinSlew_ps 50 \
    finalWorstSetupSlack_ps -56.83 \
    skew_ps 10.25 \
    ctsLongestPathBuffers 2 \
    synth_flops 6 \
    viasPerCell 3.310 \
    crit_slowest_cell "clkdlybuf4s15_1" \
    die_area_mm2 0.006400 \
    grt_antenna_before_repair 0 \
    std_cell_rows 21 \
    worst-path-buf-inv 2 \
    top_regs "state: 6 flops" \
    fmax_mhz 538.6 \
    area_growth_pct 117.6 \
    fin_area_um2 757.0 \
    status "complete, but fails checks" \
    grt_max_degree 7 \
    power_density_mw_per_mm2 619.8 \
    largest_reg_flops 6 \
    timing.rr.start "state[3]$_DFF_PP0_" \
    drtIter0Drc 2 \
    drtPass1Iterations 4 \
    p_leak_uw 0.0003416 \
    relSlewSlack_pct 82.50 \
    core_area_mm2 0.003416 \
    dp_hpwl_um 829.2 \
    drc_errors 0 \
    max_cap_viol_count 0 \
    gp_congestion 0.7970 \
    ys_types 17 \
    grt_use_total_pct 3.464 \
    cts_tree "done" \
    clock_latency_ps 250 \
    regMostFlops "state" \
    grt_first_pass_wirelength_mm 1.800 \
    place_inst 109 \
    utilization_pct 22.16 \
    reg2reg_slack_ps 680 \
    worstPathArrival_ps 1500 \
    drt-wirelength-per-cell_um 9.129 \
    yosysTopAreaCell "dfrtp_1" \
    io_buffers 15 \
    cts_sinks 6 \
    layout-drive-gt1-share_pct 54.29 \
    worst_ep_required_time_ps 1440 \
    crit_family "buffers and inverters" \
    topCellsByArea "dfrtp_1, dfstp_2, nor2_1, xor2_1, nor4_2" \
    diodes 0 \
    initial_utilization_pct 10.18 \
    cts_root_buf "clkbuf_4" \
    hold_viol 0 \
    min_path_type "in -> async" \
    postRouteAntennaNets 0 \
    synth.avg_cell_area_um2 9.154 \
    r2r_end "state[1]$_DFF_PP0_" \
    placed_cell_area_um2 644.4 \
    ys_warn_count 1 \
    path_max_fanout 4 \
    fillers 373 \
    finalSetupViolCount 2 \
    worst_pin_slew_ps 260.6 \
    cts_buffers 3 \
    slew_viol_final 0 \
]
-- final cells by class --
| type | instances | area [µm²] | share of cell area [%] |
|---|---|---|---|
| Multi-Input combinational cell | 26 | 245.2 | 32.40 |
| Clock buffer | 4 | 26.28 | 3.471 |
| Sequential cell | 6 | 153.9 | 20.33 |
| Timing Repair Buffer | 32 | 266.5 | 35.21 |
| Tap cell | 46 | 57.56 | 7.603 |
| Inverter | 2 | 7.507 | 0.9917 |
-- per-layer routing --
metal / track usage [%] / up-vias / share of wire [%]
met4: 0.1761 / 0 / 0.57
met2: 4.414 / 17 / 37
met3: 2.273 / 2 / 12
li1: - / 191 / -
met5: 0 / - / 0
met1: 4.909 / 174 / 50
-- cells by family (layout without fill, tap and decap cells) --
kind of cell	after synthesis	in the layout	share of synthesized area [%]
AND/OR/NAND/NOR	17	17	29.14
flip-flops	6	6	43.53
buffers and inverters	6	38	6.834
XOR/XNOR	5	5	12.59
AND-OR/OR-AND	4	4	7.915
-- through the flow --
| stage | power [µW] | setup slack, ps | TNS, ps | hold slack, ps |
|---|---|---|---|---|
| 6_report | 469.2 | -56.83 | -109.5 | 312.8 |
| 5_1_grt | 502.6 | -172.3 | -340.3 | 335.0 |
| 3_5_place_dp | 300.1 | -588.6 | -1941 | 414.6 |
| 4_1_cts | 471.1 | -68.81 | -137.0 | 317.0 |
| 2_1_floorplan | 204.2 | 506.0 | 0 | 150.2 |
| 3_3_place_gp | 298.8 | -520.8 | -1837 | 410.9 |
-- synth_stat cells (all sizes together) --
master  number
a21oi        1
a21o         1
nand2        2
a211oi       1
nor4b        2
inv          2
clkbuf       3
a22oi        1
buf          1
nor2b        3
dfstp        1
xnor2        2
xor2         3
dfrtp        5
nor4         3
nor2         7
-- how the worst max path moves through the flow --
stage	endpoint	depth (start not counted)
final	code[0]	5
after CTS	code[2]	5
after global routing	code[2]	5
-- where the power goes --
part	internal, µW	switching (µW)	total [µW]
combinational	108	63.1	171
sequential	147	14.5	162
clock	84.2	52.2	136
-- what timing repair did --
item	CTS	global route
setup endpoints to repair	5	4
resized	31	5
pin swaps	8	1
setup buffers	3	0
endpoints found under the hold margin	0	0
No activity file was given, so power comes from the tool's default toggle rates.
