<file path="design/flow/config.mk">
export PLATFORM = sky130hd
export DESIGN_NAME = Row_signal
export DESIGN_NICKNAME = Row_signal
export VERILOG_FILES = /design/flow/design.v
export SDC_FILE = /design/flow/constraint.sdc
export NUM_CORES = 4
export LEC_CHECK = 1
export CORE_AREA = 10 10 70 70
export DIE_AREA = 0 0 80 80
</file>
<file path="design/flow/constraint.sdc">
current_design Row_signal

set clk_period 1.0
set clk_io_pct 0.2

create_clock -name clk0 -period $clk_period

set non_clock_inputs [all_inputs -no_clocks]
set_input_delay [expr $clk_period * $clk_io_pct] -clock clk0 $non_clock_inputs
set_output_delay [expr $clk_period * $clk_io_pct] -clock clk0 [all_outputs]
</file>
<file path="design/flow/design.v">
module Row_signal(input[15:0] key , input[3:0] col, output reg[3:0] row);
    always@(key or col)
    begin
      row[0] = key[0] && col[0] || key[1] && col[1] || key[2] && col[2] || key[3] && col[3] ;
      row[1] = key[4] && col[0] || key[5] && col[1] || key[6] && col[2] || key[7] && col[3];
      row[2] = key[8] && col[0] || key[9] && col[1] || key[10] && col[2] || key[11] && col[3];
      row[3] = key[12] && col[0] || key[13] && col[1] || key[14] && col[2] || key[15] && col[3];
    end
endmodule
</file>
<file path="design/flow/run.sh">
#!/bin/bash
# OpenROAD 26Q1-2900-gdf79404cd8, Yosys 0.63+post, stock flow scripts
make -C /OpenROAD-flow-scripts/flow DESIGN_CONFIG=/design/flow/config.mk WORK_HOME=/design/flow/orfs finish
</file>
==> metrics.csv <==
stage,metric,value,unit
placement,count of input and output buffers,24,
critical_path,required arrival time at the worst endpoint,0.80,ns
logic_synthesis,Post-synth area hogs,"sky130_fd_sc_hd__a22oi_1 80%, sky130_fd_sc_hd__nand2_1 20%",
global_route,met3 track demand over resource in global routing,0.909,%
logic_synthesis,Yosys warning count,1,
layout,dominant logic cell types in the final layout,"11 x sky130_fd_sc_hd__dlygate4sd2_1, 8 x sky130_fd_sc_hd__buf_2, 6 x sky130_fd_sc_hd__a22oi_2",
critical_path,CP Max Fanout,1,
logic_synthesis,Synth top area share,80.0,%
placement,Post-Place Cell Area,373,um^2
critical_path,Worst path top cell family by delay,buffers and inverters,
global_route,GR Layer Usage met2,4.49,%
flow_run,number of maximum-capacitance constraint violations,0,
run_status,result of the run,completed,
die,Site Rows,21,
drt,Iteration-0 DRC Markers,4,
global_route,wire length of the first global-routing pass,1210,um
power_and_ir_drop,P_leak,0.142,nW
global_route,vias in the first global route,227,
timing,Worst-Margin Slew,0.156,ns
drt,Final ANT Viol Nets,0,
placement,last weighted congestion value of the routability-driven placer,0.813,
critical_path,critical path class,primary input to output pin,
layout,number of fill cells in the layout,409,
global_route,pin count of the biggest net entering global routing,5,
layout,fraction of final layout cells sized beyond drive strength 1,38.9,%
drt,DRC violations left,0,
logic_synthesis,library cells used by synthesis,2,
die,Initial Util,2.20,%
drt,Ant. Diodes,0,
drt,routed wire length per instance,10.4,um
logic_synthesis,yosys synthesis chip area,75.1,um^2
min_path,Tightest Hold Check Type,primary input to output pin,
die,chip width,80,um
global_route,"Most Used Layer, Global Route",met2,
global_route,overall overflow remaining after global route,0,
die,Vert. Die Dim,80,um
clocking,"Hold-fix buffers, CTS",0,
logic_synthesis,total cells reported by yosys after synthesis,12,
layout,clock buffers,0,
layout,cell area after layout,349,um^2
logic_synthesis,Avg Synthesized Cell Area,6.26,um^2
critical_path,kind of start point of the critical path,primary input,
drt,post-detailed-routing wire length,852,um
timing,Final period util,96.1,%
timing,Setup Viol. Count Final,0,
power_and_ir_drop,post-layout power,109,uW
global_route,global-route met1 utilization,2.77,%
critical_path,crit path DAT,0.76,ns
power_and_ir_drop,pwr dens,312,mW/mm^2
layout,non-filler instance count after layout,82,
critical_path,Worst Setup End Kind,output pin,
timing,min setup slack post-route,0.0387,ns
die,area of the chip,0.00640,mm^2
logic_synthesis,post-synthesis instance area,75.1,um^2
global_route,initial antenna violation count,0,
logic_synthesis,Post-synth seq share,0,%
clocking,Post-CTS Setup Repair Bufs,0,
timing,max_slew headroom,89.6,%
die,core region area,0.00342,mm^2
power_and_ir_drop,Worst VDD drop,0.0000224,V
drt,detailed-router iteration count before antenna repair,2,
drt,via count,198,
logic_synthesis,cell count after synthesis,12,
layout,Commonest Layout Cell,sky130_fd_sc_hd__dlygate4sd2_1,
critical_path,peak per-stage delay on the critical path,0.24,ns
timing,Final Slew Violations,0,
layout,register area,0,um^2
timing,Total Negative Setup Slacks,0,ns
logic_synthesis,Synth area leader,sky130_fd_sc_hd__a22oi_1,
die,IO Pins,24,
layout,area added between synthesis and finish,365,%
timing,Tmin final,0.961,ns
critical_path,"slowest stage cell, crit path",sky130_fd_sc_hd__dlygate4sd2_1,
timing,final hold vios,0,
placement,number of placed instances with taps included,82,
flow_run,warning total across the stage logs,33,
timing,Fmax achieved,1040,MHz
layout,count of flip-flops and latches,0,
global_route,total routing usage reported by global routing,2.45,%
critical_path,cell chain of the critical path,dlygate4sd2_1 > a22oi_2 > nand2_1 > buf_2,
timing,setup repair after global routing missed its margin,true,
critical_path,"Buf+Inv Stages, Crit Path",2,
placement,pre-CTS setup slack,-0.624,ns
drt,detail-routed via count per cell,2.41,
[path summary, 6_finish.rpt]
| check | depth (start not counted) | slack, ns | end | startpoint |
|---|---|---|---|---|
| setup / recovery | 4 | 0.04 | row[3] | key[12] |
| hold / removal | 4 | 0.73 | row[3] | col[1] |
[layout make-up]
type	instances	area [um^2]	area share, %
Multi-Input combinational cell	12	105	30.1
Timing Repair Buffer	24	186	53.4
Tap cell	46	57.6	16.5
[cells in the mapped netlist]
cell,count
sky130_fd_sc_hd__a22oi_1,8
sky130_fd_sc_hd__nand2_1,4
[kinds of logic after synthesis]
| group | count (synthesis) | share of synthesized area, % |
|---|---|---|
| simple gates | 4 | 20.0 |
| compound gates | 8 | 80.0 |
[metrics by stage]
stage | utilization, % | hold slack, ns
after global placement | 10.9 | 1.41
after floorplan | - | 0.472
final | 10.2 | 0.729
after detailed placement | 10.9 | 1.42
after CTS | 10.3 | 0.756
after global routing | 10.2 | 0.765
[metal layers]
layer	wire length, um	vias up
li1	-	100
met1	338	83
met2	407	15
met3	106	0
met4	0	0
met5	0	-
[power by group]
part / switching [mW] / total (mW) / internal, mW
Sequential: 0 / 0 / 0
Combinational: 0.0394 / 0.109 / 0.0696
Clock: 0 / 0 / 0
[timing repair]
item                       CTS  global route
pin swaps                   11             6
resized                     48             7
setup endpoints to repair    4             4
Power is estimated from default activity; no workload was simulated.
